--- design/flow/design.v ---
module ClkDiv(Clk, Rst, ClkOut);
   input Clk, Rst;
   output reg ClkOut;
  parameter DivVal = 50000000;  
   reg [25:0] DivCnt;
   reg ClkInt;
   always @(posedge Clk) begin
      if( Rst == 1 )begin
         DivCnt <= 0;
         ClkOut <= 0;
         ClkInt <= 0;
      end
      else begin
         if( DivCnt == DivVal ) begin
            	ClkOut <= ~ClkInt;
            	ClkInt <= ~ClkInt;
            	DivCnt <= 0;
         end
         else begin
            	ClkOut <= ClkInt;
            	ClkInt <= ClkInt;
            	DivCnt <= DivCnt + 1;
         end
      end
   end
endmodule
`timescale 1ns / 1ps
module InstructionFetchUnit(Instruction, Reset, Clk, PCResult);
    wire [31:0] PCAddResult, Instruction;
    input Clk, Reset;
    output [31:0] Instruction;
    output [31:0] PCResult;
    PCAdder PCA1(PCResult, PCAddResult);
    ProgramCounter PCC1(PCAddResult, PCResult, Reset, Clk);
    InstructionMemory IM1(PCResult, Instruction);
endmodule
`timescale 1ns / 1ps
module InstructionMemory(Address, Instruction); 
    input [31:0] Address;         
    output reg[31:0] Instruction;     
    parameter mem_size = 128;
    reg [31:0] mem[(mem_size-1):0];
    integer i = 0;
    initial begin
        for (i = 0; i <mem_size ; i=i+1)
        begin
            mem[i] = i * 3;   
        end
    end
    always @(Address)
    begin 
        Instruction <= mem[Address[8:2]];
    end
endmodule
`timescale 1ns / 1ps
module PCAdder(PCResult, PCAddResult);
    input [31:0] PCResult;
    output reg [31:0] PCAddResult;
    always @* 
    begin
        PCAddResult <= PCResult + 'b100;    
    end
endmodule
`timescale 1ns / 1ps
module ProgramCounter(Address, PCResult, Reset, Clk);
	input [31:0] Address;
	input Reset, Clk;
	output reg [31:0] PCResult;
    initial begin
        PCResult <= 32'b0;
    end
    always @(posedge Clk) begin
        if (Reset == 1) begin
            PCResult <= 32'b0;
        end
        else begin
            PCResult <= Address;
        end
    end
endmodule
`timescale 1ns / 1ps
module SevenSegment(numin, segout);
    input	[3:0] numin;
    output	reg [6:0] segout;     
    always @(numin)
    begin
        case (numin)
                4'b0000: segout <= 7'b0000001;     
                4'b0001: segout <= 7'b1001111;     
                4'b0010: segout <= 7'b0010010;     
                4'b0011: segout <= 7'b0000110;     
                4'b0100: segout <= 7'b1001100;     
                4'b0101: segout <= 7'b0100100;     
                4'b0110: segout <= 7'b0100000;     
                4'b0111: segout <= 7'b0001111;     
                4'b1000: segout <= 7'b0000000;     
                4'b1001: segout <= 7'b0000100;     
                4'b1010: segout <= 7'b0001000;     
                4'b1011: segout <= 7'b1100000;     
                4'b1100: segout <= 7'b0110001;     
                4'b1101: segout <= 7'b1000010;     
                4'b1110: segout <= 7'b0110000;     
                4'b1111: segout <= 7'b0111000;     
                default: segout <= 7'b1111111;   
       endcase
     end
endmodule
`timescale 1ns / 1ps
module TopLevel(Clk, Reset, out7, en_out);
  input Clk, Reset;
  wire [31:0] Instruction; 
  wire ClkOut;
  wire [31:0] PCResult;
  wire Clk;
  output [6:0] out7;
  output [7:0] en_out;
  ClkDiv Clk1(Clk, 1'b0, ClkOut);
  InstructionFetchUnit IFU1(Instruction, Reset, ClkOut, PCResult);
  Two4DigitDisplay T4DD1(Clk, Instruction[15:0], PCResult[15:0], out7, en_out); 
endmodule
`timescale 1ns / 1ps
module Two4DigitDisplay(Clk, NumberA, NumberB, out7, en_out);
    parameter NUM_WIDTH = 16;
    input  Clk;
    input  [NUM_WIDTH - 1:0] NumberA, NumberB;
    output [6:0] out7;  
    output reg [7:0] en_out;
    reg  [3:0] in4;        
    wire [3:0] firstdigitA;
    wire [3:0] seconddigitA;
    wire [3:0] thirddigitA;
    wire [3:0] forthdigitA;
    wire [3:0] firstdigitB;
    wire [3:0] seconddigitB;
    wire [3:0] thirddigitB;
    wire [3:0] forthdigitB;
    SevenSegment m1(in4, out7);
    reg  [19:0] cnt = 19'd0;
    always @(posedge Clk) begin
        cnt <= cnt + 1;
    end
    assign firstdigitA = NumberA[3:0];
    assign seconddigitA = NumberA[7:4];
    assign thirddigitA = NumberA[11:8];
    assign forthdigitA = NumberA[15:12];
    assign firstdigitB = NumberB[3:0];
    assign seconddigitB = NumberB[7:4];
    assign thirddigitB = NumberB[11:8];
    assign forthdigitB = NumberB[15:12];
    always @(cnt) begin
        case(cnt[19:17])   
            3'b000: begin en_out <= 8'b11111110; in4 <= firstdigitA; end
            3'b001: begin en_out <= 8'b11111101; in4 <= seconddigitA; end
            3'b010: begin en_out <= 8'b11111011; in4 <= thirddigitA; end
            3'b011: begin en_out <= 8'b11110111; in4 <= forthdigitA; end
            3'b100: begin en_out <= 8'b11101111; in4 <= firstdigitB; end
            3'b101: begin en_out <= 8'b11011111; in4 <= seconddigitB; end
            3'b110: begin en_out <= 8'b10111111; in4 <= thirddigitB; end
            3'b111: begin en_out <= 8'b01111111; in4 <= forthdigitB; end
            default: begin en_out <= 8'b11111111; in4 <= 4'b1111; end 
        endcase
     end
endmodule
--- design/flow/run.sh ---
#!/bin/bash
# OpenROAD 26Q1-2900-gdf79404cd8, Yosys 0.63+post, stock flow scripts
make -C /OpenROAD-flow-scripts/flow DESIGN_CONFIG=/design/flow/config.mk WORK_HOME=/design/flow/orfs finish
--- design/flow/config.mk ---
export PLATFORM = sky130hd
export DESIGN_NAME = TopLevel
export DESIGN_NICKNAME = TopLevel
export VERILOG_FILES = /design/flow/design.v
export SDC_FILE = /design/flow/constraint.sdc
export NUM_CORES = 4
export LEC_CHECK = 1
export CORE_UTILIZATION = 30
export SYNTH_HDL_FRONTEND = slang
export SYNTH_MEMORY_MAX_BITS = 65536
--- design/flow/constraint.sdc ---
current_design TopLevel

set clk_period 3.8
set clk_io_pct 0.2

create_clock -name clk0 -period $clk_period [get_ports {Clk}]

set non_clock_inputs [all_inputs -no_clocks]
set_input_delay [expr $clk_period * $clk_io_pct] -clock clk0 $non_clock_inputs
set_output_delay [expr $clk_period * $clk_io_pct] -clock clk0 [all_outputs]
==> flow_metrics.rpt <==
==== FLOW RESULTS ====
----------------------------------------------------
[Outcome]
  Outcome ........................ finished, final reports clean

[Logic synthesis]
  Top cell types by occurrence after synthesis ........................ dfxtp_1, nor2_1, xnor2_1
  Top cells by area, synth ........................ dfxtp_1, xnor2_1, xor2_1
  Distinct lib cells ........................ 60
  Post-synth top area share ........................ 38.91%
  Mean cell area of the mapped netlist ........................ 9.441 µm²
  Mapped Cells ........................ 376
  Part of the Yosys area used for sequential elements ........................ 39.76%
  Yosys synthesis warning count ........................ 0
  Area of the mapped netlist ........................ 0.003550 mm²
  Async SR Flop Fraction ........................ 0%
  Leading cell type by number of instances after synthesis ........................ dfxtp_1
  Yosys reg bits ........................ 70
  Total cells reported by yosys after synthesis ........................ 376
  YS chip area ........................ 0.003550 mm²
  Number of enable-type register cells in the synthesized netlist ........................ 1
  Most common reg cell ........................ dfxtp_1
  Cell type with the highest aggregate area in the netlist ........................ dfxtp_1

[Route]
  Number of vias per cell after detailed routing ........................ 4.705
  Antenna Diode Count ........................ 0
  Number of nets still failing antenna checks after routing ........................ 0
  Wire length per cell ........................ 11.40 µm
  Vias after detailed routing ........................ 2,503
  First-pass detailed-route iteration total ........................ 4
  Drt first-iter violations ........................ 119
  Final routed DRC violation total ........................ 0
  Post-detailed-routing wire length ........................ 6066 µm

[Hold path]
  Worst hold path class ........................ flop to flop

[Clocking]
  Maximum clock insertion buffer count ........................ 2
  TritonCTS clock tree ........................ built
  Clock slew at reported path FFs ........................ 60 ps
  Clk latency late pin ........................ 280 ps
  CTS H-Tree Depth ........................ 2
  Cts hold-fix bufs ........................ 0
  Count of cells resized by post-cts repair ........................ 0
  Cell at the root of the clock tree ........................ clkbuf_16
  Post-CTS setup buffers ........................ 0
  Number of buffers inserted during clock tree synthesis ........................ 5

[Global route]
  Pin count of the biggest net entering global routing ........................ 25
  Initial antenna violation count ........................ 0
  Wire length of the first global-routing pass ........................ 10,610 µm
  Remaining global-route overflow ........................ 0
  Vias in the first global route ........................ 2,348
  GR Util All Layers ........................ 10.15%

[Critical path]
  Largest stage delay on the critical path ........................ 510 ps
  Maximum fanout along the worst path ........................ 15
  Crit path launch type ........................ flop
  Critical path type ........................ flop to output pin
  Critical path data arrival time ........................ 2730 ps
  Critical Path Sink Type ........................ output pin
  Required time of the critical path ........................ 3040 ps
  Crit-path slowest cell ........................ clkdlybuf4s50_1
  CP Cell Sequence ........................ buf_4, nor2_1, and2_0, o31a_1, ha_1, mux2_1, o32ai_1, clkdlybuf4s50_1

[Final timing]
  Period minus WS final ........................ 3491 ps
  Total count of hold-check failures in the final report ........................ 0
  Setup repair after global routing missed its margin ........................ no
  Final tally of max-slew violations ........................ 0
  Pin slew with the least headroom to its limit ........................ 811.4 ps
  Crit share post-route ........................ 91.86%
  Register pins left without a clock ........................ 23
  Setup violation total in the final timing report ........................ 0
  Total negative slack for setup checks ........................ 0 ps
  Count of endpoints without a timing constraint ........................ 23
  Final critical-path setup slack ........................ 309.3 ps
  Worst Clk Skew ........................ 5.754 ps
  Max-slew headroom ........................ 45.74%
  Highest clock rate ........................ 286.5 MHz

[Run]
  Number of maximum-capacitance constraint violations ........................ 0
  Number of OpenROAD warnings ........................ 33

[Final layout]
  Post-synthesis to final-layout area growth ........................ 13.08%
  Fraction of final layout cells with drive strength greater than 1 ........................ 8.740%

[Power and ir drop]
  Leakage ........................ 1.448 nW
  Peak ir drop on the vdd network ........................ 228.7 µV
  Total power density per cell area ........................ 261.1 mW/mm²

[Floorplan]
  Die y size ........................ 110.8 µm
  Standard-cell row count ........................ 39
  Top-Level Pins ........................ 17
  Die area ........................ 0.01227 mm²
  Placeable core area ........................ 0.01147 mm²
  Horiz. Die Dim ........................ 110.8 µm
  Effective utilization at floorplan ........................ 30.95%

[Placement]
  Post-Place Worst Slack ........................ 388.2 ps
  Input/output buffers ........................ 16
  Placer Congestion ........................ 0.8357
  Post-detail-place hpwl ........................ 4548 µm

----------------------------------------------------
-- per-stage QoR --
step                hold slack (ps)  total power [mW]  area, µm²  utilization, %  instances
floorplan                     413.8            0.5113       3550               -        376
global placement              438.1            0.5142       3819           33.30        524
finish                        453.3             1.048       4014           35.00        532
detailed placement            442.1            0.5145       3819           33.30        524
global route                  469.3             1.089       4014           35.00        532
CTS                           455.1             1.066       4008           34.95        532
-- power breakdown --
| part | switching, mW | leakage [nW] | internal (mW) |
|---|---|---|---|
| logic | 0.00652 | 0.787 | 0.00248 |
| registers | 0 | 0.570 | 0.494 |
| clock network | 0.168 | 0.0911 | 0.377 |
| total | 0.175 | 1.45 | 0.874 |
-- per-layer routing --
metal	vias up	global-route usage, %	part of all wire [%]
met5	-	0	0
met4	0	0.8889	0.56
met3	2	0.7804	1.8
met2	21	16.40	44
met1	1144	15.69	54
li1	1336	-	-
-- area by class of cell --
class	count	area (µm²)
inverter	17	63.81
clock buffer	6	128.9
fill	1113	7453
tap	143	178.9
timing repair buffer	18	175.2
sequential	70	1414
clock inverter	2	60.06
multi-input combinational	276	1993
-- cell usage in the layout (no fill, tap or decap), types with 4 or more instances in the layout --
cell,synthesis,routed
nor2_1,36,36
o21ai_0,4,4
and4_1,7,7
and2_1,4,4
mux2i_1,12,12
inv_1,17,17
clkdlybuf4s50_1,0,16
nor3_1,6,6
nor2b_1,4,4
nand4_1,12,12
nor4b_1,5,5
xnor2_1,31,31
ha_1,13,13
a21oi_1,8,7
and3_1,7,7
nand3_1,30,30
xor2_1,23,23
clkbuf_16,0,5
dfxtp_1,69,67
nand2_1,23,23
-- path summary, 6_finish.rpt --
check                        from      endpoint  slack [ps]  cells past startpoint
setup / recovery    T4DD1.cnt[18]       out7[5]         310                      8
hold / removal       T4DD1.cnt[5]  T4DD1.cnt[5]         450                      1
setup reg to reg  Clk1.DivCnt[14]   Clk1.ClkOut        1780                      4
hold reg to reg      T4DD1.cnt[5]  T4DD1.cnt[5]         450                      1
-- kinds of logic after synthesis --
family | share of synthesized area (%)
and+or+nand+nor | 24.92
DFF | 39.76
xor gates and xnor gates | 13.32
AOI/OAI and AO/OA | 8.460
buffers and inverters | 4.194
muxes | 4.758
adders and majority gates | 4.582
-- critical path, delay by kind of cell, from the launching register on --
family | cells | cell delay [ps]
buffers and inverters | 2 | 740
AND-OR/OR-AND | 2 | 470
flip-flops | 1 | 390
adder cells (fa/ha/maj) | 1 | 320
multiplexers | 1 | 300
AND/OR/NAND/NOR | 2 | 230
-- flip-flops by register name, summed over array words and instances, names as in the netlist --
| register | count |
|---|---|
| Clk1.DivCnt | 26 |
| Clk1.ClkOut | 1 |
| IFU1.IM1.Instruction | 9 |
| T4DD1.cnt | 20 |
| IFU1.PCC1.PCResult | 14 |
No activity file was given, so power comes from the tool's default toggle rates.
